<file path="flow/config.mk">
export PLATFORM = sky130hd
export DESIGN_NAME = flashNavigator
export DESIGN_NICKNAME = flashNavigator
export VERILOG_FILES = /design/flow/design.v
export SDC_FILE = /design/flow/constraint.sdc
export NUM_CORES = 4
export LEC_CHECK = 1
export CORE_UTILIZATION = 50
</file>
<file path="flow/constraint.sdc">
current_design flashNavigator

set clk_period 15.4
set clk_io_pct 0.2

create_clock -name clk0 -period $clk_period [get_ports {clk}]

set non_clock_inputs [all_inputs -no_clocks]
set_input_delay [expr $clk_period * $clk_io_pct] -clock clk0 $non_clock_inputs
set_output_delay [expr $clk_period * $clk_io_pct] -clock clk0 [all_outputs]
</file>
<file path="flow/design.v">
`default_nettype none
module toHex(
    input clk,
    input [3:0] value,
    output reg [7:0] hexChar = "0"
);
    always @(posedge clk) begin
        hexChar <= (value <= 4'd9) ? 8'd48 + value : 8'd55 + value;
    end
endmodule
module flashNavigator
#(
  parameter STARTUP_WAIT = 32'd10000000
)
(
    input clk,
    output reg flashClk = 0,
    input flashMiso,
    output reg flashMosi = 0,
    output reg flashCs = 1,
    input [5:0] charAddress,
    output reg [7:0] charOutput = 0,
    input btn1,
    input btn2
);
reg [23:0] readAddress = 0;
reg [7:0] command = 8'h03;
reg [7:0] currentByteOut = 0;
reg [7:0] currentByteNum = 0;
reg [255:0] dataIn = 0;
reg [255:0] dataInBuffer = 0;
localparam STATE_INIT_POWER = 8'd0;
localparam STATE_LOAD_CMD_TO_SEND = 8'd1;
localparam STATE_SEND = 8'd2;
localparam STATE_LOAD_ADDRESS_TO_SEND = 8'd3;
localparam STATE_READ_DATA = 8'd4;
localparam STATE_DONE = 8'd5;
reg [23:0] dataToSend = 0;
reg [8:0] bitsToSend = 0;
reg [32:0] counter = 0;
reg [2:0] state = 0;
reg [2:0] returnState = 0;
reg dataReady = 0;
always @(posedge clk) begin
case (state)
  STATE_INIT_POWER: begin
    if (counter > STARTUP_WAIT && btn1 == 1 && btn2 == 1) begin
      state <= STATE_LOAD_CMD_TO_SEND;
      counter <= 32'b0;
      dataReady <= 0;
      currentByteNum <= 0;
      currentByteOut <= 0;
    end
    else
      counter <= counter + 1;
  end
  STATE_LOAD_CMD_TO_SEND: begin
      flashCs <= 0;
      dataToSend[23-:8] <= command;
      bitsToSend <= 8;
      state <= STATE_SEND;
      returnState <= STATE_LOAD_ADDRESS_TO_SEND;
  end
  STATE_SEND: begin
    if (counter == 32'd0) begin
      flashClk <= 0;
      flashMosi <= dataToSend[23];
      dataToSend <= {dataToSend[22:0],1'b0};
      bitsToSend <= bitsToSend - 1;
      counter <= 1;
    end
    else begin
      counter <= 32'd0;
      flashClk <= 1;
      if (bitsToSend == 0)
        state <= returnState;
    end
  end
  STATE_LOAD_ADDRESS_TO_SEND: begin
    dataToSend <= readAddress;
    bitsToSend <= 24;
    state <= STATE_SEND;
    returnState <= STATE_READ_DATA;
    currentByteNum <= 0;
  end
  STATE_READ_DATA: begin
    if (counter[0] == 1'd0) begin
      flashClk <= 0;
      counter <= counter + 1;
      if (counter[3:0] == 0 && counter > 0) begin
        dataIn[(currentByteNum << 3)+:8] <= currentByteOut;
        currentByteNum <= currentByteNum + 1;
        if (currentByteNum == 31)
          state <= STATE_DONE;
      end
    end
    else begin
      flashClk <= 1;
      currentByteOut <= {currentByteOut[6:0], flashMiso};
      counter <= counter + 1;
    end
  end
  STATE_DONE: begin
    dataReady <= 1;
    flashCs <= 1;
    dataInBuffer <= dataIn;
    counter <= STARTUP_WAIT;
    if (btn1 == 0) begin 
      readAddress <= readAddress + 24;
      state <= STATE_INIT_POWER;
    end
    else if (btn2 == 0) begin 
      readAddress <= readAddress - 24;
      state <= STATE_INIT_POWER;
    end
  end
endcase
end
reg [7:0] chosenByte = 0;
wire [7:0] hexChar;
toHex hexConv(
clk,
readAddress[{(4'd13 - charAddress[3:0]), 2'd0}+:4],
hexChar
);
always @(posedge clk) begin
chosenByte <= dataInBuffer[(byteDisplayNumber << 3)+:8];
if (charAddress[5:4] == 2'b11) begin
  case (charAddress[3:0])
    0: charOutput <= "A";
    1: charOutput <= "d";
    2: charOutput <= "d";
    3: charOutput <= "r";
    4: charOutput <= ":";
    6: charOutput <= "0";
    7: charOutput <= "x";
    8,9,10,11,12,13: charOutput <= hexChar;
    15: charOutput <= dataReady ? " " : "L";
    default: charOutput <= " ";
  endcase
end
else
  charOutput <= hexCharOutput;
end
wire [7:0] byteDisplayNumber;
wire lowerBit;
wire [7:0] hexCharOutput;
wire [3:0] currentHexVal;
assign byteDisplayNumber = charAddress[5:1];
assign lowerBit = charAddress[0];
assign currentHexVal = lowerBit ? chosenByte[3:0] : chosenByte[7:4];
toHex hexConvert(
clk,
currentHexVal,
hexCharOutput
);
endmodule
</file>
<file path="flow/run.sh">
#!/bin/bash
# OpenROAD 26Q1-2900-gdf79404cd8, Yosys 0.63+post, stock flow scripts
make -C /OpenROAD-flow-scripts/flow DESIGN_CONFIG=/design/flow/config.mk WORK_HOME=/design/flow/orfs finish
</file>
==> impl_metrics.toml <==
# flow metrics
[setup_path]
cp.required_ns = 15.72
arrival_ns = 5.71
worstPathMaxFanout = 23
crit_path_end_kind = "register"
worstSetupPathType = "in2reg"
start_kind = "input port"

[route]
wl_per_cell_um = 22.5
drc = 0
n_antenna_cell = 0
drt_wl_total_mm = 57.9
ant_nets = 0
firstDrtPassIters = 5
first_iter_violations = 843
vias = 14800
viasPerCell = 5.74

[global_routing]
use_met1_pct = 35.7
grt_util_met3_pct = 12.9
antenna_found_initial = 1
grt_max_degree = 106
grt_pass1_wl_mm = 89.2
grt_pass1_vias = 14900
top_usage_layer = "met1"
grtUsageMet2_pct = 31.7
grt_usage_pct = 23.0
grt-ovfl-total = 0

[final_timing]
slew_headroom_pct = 40.9
worst_slew_pin_slew_ns = 0.886
fin_crit_sh_pct = 35.0
clock_skew_ns = 0.0209
fin_crit_ns = 5.39
finalSetupTns_ns = 0
rsz0062_at_grt = "false"
maxSlewViolCount = 0
hold_viol = 0
finalSetupViolCount = 0
fmax_mhz = 185

[power]
vdd_ir_drop_max_mv = 0.0851
powerDensity_nw_per_um2 = 113
p_leak_nw = 8.29

[yosys]
synthesis.area_um2 = 28400
ys_seq_share_pct = 67.6
synth_flops = 650
yosysWarningCount = 2
synth.distinct_cells = 74
yosysChipArea_um2 = 28400
synthFlopType = "edfxtp_1"
synth-edff-count = 621
syn_inst = 1734
syn_area_per_cell_um2 = 16.4
ys_cells = 1734
postSynth.asyncResetShare_pct = 0

[placed_design]
place_congestion = 0.905
dp.cells = 2454
numPortBuffers = 19
placed_area_um2 = 29400
place_hpwl_mm = 35.3

[finish]
seq_area_um2 = 19200
final_area_um2 = 31500
drive_gt1_share_pct = 27.4
fin_cells = 2573
fillers = 4318
fin_util_pct = 56.0
combGateArea_um2 = 8690
areaGrowthSynthToFinish_pct = 10.8

[hold_path]
hold_path_class = "reg2reg"

[die]
chipArea_um2 = 57800
row_count = 87
die_y_um = 240
io_pins = 21
core_area_um2 = 56300
die-width_um = 240
initCoreUtil_pct = 50.5

[clock_tree]
cts_tree = "built"
clock_latency_ns = 0.59
cts_setup_buffers = 0
cts-buffers-inserted = 69
cts_buffer_depth = 3
cts_resized = 0
htree_levels = 3
cts-root-buf = "clkbuf_16"
cts.clk_slew.worst_paths_ns = 0.05
holdBufCountCts = 0
cts.sinks = 650

[outcome]
status = "completed"

[flow_run]
maxCapViolCount = 0
warnings = 34
==> synthesized netlist by cell type, drive strengths merged (5+ instances only) <==
| master | instances | share of area [%] |
|---|---|---|
| a21o | 6 | 0.16 |
| a21oi | 39 | 0.70 |
| a22o | 12 | 0.37 |
| a31oi | 5 | 0.11 |
| and2 | 16 | 0.35 |
| and3 | 12 | 0.26 |
| and4 | 7 | 0.22 |
| buf | 35 | 0.76 |
| clkbuf | 51 | 0.67 |
| dfxtp | 29 | 2.0 |
| edfxtp | 621 | 66 |
| ha | 31 | 1.4 |
| inv | 32 | 0.42 |
| mux2 | 265 | 10 |
| mux2i | 13 | 0.46 |
| mux4 | 80 | 6.3 |
| nand2 | 114 | 1.5 |
| nand2b | 8 | 0.18 |
| nand3 | 40 | 0.70 |
| nand4 | 12 | 0.26 |
| nor2 | 93 | 1.3 |
| nor2b | 9 | 0.20 |
| nor3 | 21 | 0.40 |
| nor3b | 6 | 0.21 |
| nor4 | 9 | 0.24 |
| o211ai | 5 | 0.13 |
| o21ai | 34 | 0.60 |
| o2bb2ai | 6 | 0.18 |
| o31ai | 8 | 0.23 |
| or3 | 6 | 0.13 |
| xnor2 | 32 | 0.99 |
| xor2 | 30 | 0.92 |
==> final timing paths <==
| path | start | end | slack, ns | depth (start not counted) |
|---|---|---|---|---|
| min reg2reg | dataToSend[23]$_DFFE_PP_ | flashMosi$_DFFE_PP_ | 0.43 | 0 |
| max | btn1 | readAddress[21]$_DFFE_PP_ | 10.01 | 10 |
| max reg2reg | counter[0]$_DFFE_PP_ | dataIn[116]$_DFFE_PP_ | 11.37 | 9 |
| min | dataToSend[23]$_DFFE_PP_ | flashMosi$_DFFE_PP_ | 0.43 | 0 |
==> worst max-delay path, cell delays in order <==
cell	delay [ns]
clkdlybuf4s50_1	0.46
buf_4	0.30
inv_1	0.14
fa_1	0.47
a21oi_1	0.25
o211a_1	0.24
nor3_2	0.08
o31ai_1	0.37
o21ai_0	0.15
xor2_1	0.15
==> cells in the final DEF, fill, tap and decap left out, types with 32 or more instances in the layout <==
cell / instances
a21oi_1: 36
buf_4: 32
clkbuf_16: 69
edfxtp_1: 621
mux2_2: 265
mux4_2: 80
nand2_1: 111
nand3_1: 40
nor2_1: 83
o21ai_0: 32
xnor2_1: 32
==> routing by layer <==
metal  wire length, um  vias to the layer above
li1                  -                     6844
met3              7270                       91
met2             26000                      522
met5                99                        -
met1             23300                     7304
met4              1160                        2
==> per-stage QoR <==
step | hold slack (ns) | power (mW) | setup WS, ns
floorplan | 0.400 | 2.01 | 2.47
detailed placement | 0.419 | 2.04 | 9.47
finish | 0.427 | 3.55 | 10.01
global route | 0.447 | 3.66 | 9.84
global placement | 0.420 | 2.04 | 9.49
CTS | 0.434 | 3.59 | 10.07
==> state kept, by name, summed over array words and instances (netlist names) <==
name                flops
currentByteOut          8
counter                33
dataReady               1
readAddress            21
hexConv.hexChar         7
dataIn                256
chosenByte              8
currentByteNum          8
flashMosi               1
state                   3
hexConvert.hexChar      7
dataInBuffer          256
bitsToSend              9
flashClk                1
returnState             2
dataToSend             21
charOutput              7
flashCs                 1
==> cell families after synthesis <==
kind of cell	after synthesis	synth area share, %
multiplexers	358	17.3
AND/OR/NAND/NOR	359	6.17
XOR/XNOR	62	1.91
other	1	0.0132
flip-flops	650	67.6
buffers and inverters	120	1.88
AND-OR/OR-AND	151	3.64
adder cells (fa/ha/maj)	33	1.47
==> cell type report <==
| class | count | share of cell area [%] |
|---|---|---|
| Sequential cell | 650 | 61.0 |
| Clock buffer | 90 | 5.79 |
| Timing Repair Buffer | 50 | 1.40 |
| Inverter | 34 | 0.429 |
| Tap cell | 756 | 3.00 |
| Clock inverter | 29 | 0.778 |
| Multi-Input combinational cell | 964 | 27.6 |
==> power breakdown <==
group	total (mW)	switching, mW	internal, mW
Sequential	1.92	0.00420	1.91
Clock	1.55	0.648	0.900
Combinational	0.0845	0.0475	0.0369
Power and IR drop assume default switching activity.
